`flow/design.v`:
```
`timescale 1ns / 1ps
module control_unit(
    input clk, reset, stop_signal,
    output reg [2:0] state
);
parameter IDLE=0, FETCH=1, DECODE=2, EXECUTE=3, HALT=4;
reg [2:0] next_state;
always @(posedge clk or posedge reset) begin
    if (reset)
        state <= IDLE;
    else
        state <= next_state;
end
always @(*) begin
    case (state)
        IDLE: next_state = FETCH;
        FETCH: next_state = DECODE;
        DECODE: next_state = EXECUTE;
        EXECUTE: next_state = stop_signal ? HALT : FETCH;
        HALT: next_state = HALT;
        default: next_state = IDLE;
    endcase
end
endmodule
```
`flow/run.sh`:
```
#!/bin/bash
# OpenROAD 26Q1-2900-gdf79404cd8, Yosys 0.63+post, stock flow scripts
make -C /OpenROAD-flow-scripts/flow DESIGN_CONFIG=/design/flow/config.mk WORK_HOME=/design/flow/orfs finish
```
`flow/config.mk`:
```
export PLATFORM = sky130hd
export DESIGN_NAME = control_unit
export DESIGN_NICKNAME = control_unit
export VERILOG_FILES = /design/flow/design.v
export SDC_FILE = /design/flow/constraint.sdc
export NUM_CORES = 4
export LEC_CHECK = 1
export CORE_AREA = 10 10 70 70
export DIE_AREA = 0 0 80 80
export SYNTH_HDL_FRONTEND = slang
```
`flow/constraint.sdc`:
```
current_design control_unit

set clk_period 1.0
set clk_io_pct 0.2

create_clock -name clk0 -period $clk_period [get_ports {clk}]

set non_clock_inputs [all_inputs -no_clocks]
set_input_delay [expr $clk_period * $clk_io_pct] -clock clk0 $non_clock_inputs
set_output_delay [expr $clk_period * $clk_io_pct] -clock clk0 [all_outputs]
```
==> results_dict.tcl <==
# flow metrics
set metrics [dict create \
    vias 115 \
    worst_pin_slew_ns 0.114 \
    placement_rows 21 \
    startpoint_type "flip-flop" \
    r2r_slack_ns 0.06 \
    antenna_found_initial 1 \
    filler_cell_count 402 \
    end_kind "output port" \
    finalClockPeriodUsage_pct 96.4 \
    synth-seq-area-share_pct 61.2 \
    syn_area_um2 123 \
    dr.first_iter.drc_count 29 \
    ys_cells 11 \
    detailedPlace.worstSlack_ns -0.000300 \
    clock_sink_count 3 \
    rr_worst_depth 4 \
    log.warning_count 25 \
    worst-endpoint-arrival_ns 0.76 \
    io_pins 6 \
    cts-hold-fix-buffers 0 \
    cts-root-to-sink-buffers 2 \
    drt_drc_violations_left 0 \
    die_h_um 80 \
    timing.max_slew.rel_slack_pct 92.3 \
    worst_path_largest_cell_delay_ns 0.36 \
    clkPwrFrac_pct 27.9 \
    globalplace.congestion 0.692 \
    layout-area-overhead-vs-synth_pct 128 \
    grt_usage_pct 1.27 \
    final_period_minus_worst_setup_slack_ns 0.964 \
    setup_violations 0 \
    timing.critical_path.cells "clkdlybuf4s15_1" \
    cts-buffers-inserted 3 \
    h-tree-depth 1 \
    cts.reportedPaths.clkPinSlew_ns 0.04 \
    placed_cells_incl_taps 65 \
    clk-insertion-delay-late_ns 0.23 \
    post-layout-total-power_mw 0.753 \
    totalWireLength_um 363 \
    max_cap_violations 0 \
    peakVddDrop_mv 0.409 \
    finish.cell_count_without_fillers 71 \
    top_register "state" \
    grt_setup_unrepaired "false" \
    fin_util_pct 8.17 \
    synth.distinct_cells 8 \
    power.share.sequential_pct 27.7 \
    die_w_um 80 \
    netlist.top_cell.by_area "dfrtp_1" \
    p_comb_share_pct 44.3 \
    initCoreUtil_pct 3.59 \
    grt_first_pass_wirelength_um 558 \
    crit-reg2reg-launch "state[2]" \
    design_area_um2 279 \
    detailed_router_iteration_count_before_antenna_repair 4 \
    pin_count_of_the_biggest_net_entering_global_routing 5 \
    synth.yosys.chip_area_um2 123 \
    clock_tree_from_tritoncts "built" \
    reg2reg_to "state[2]" \
    cts.root.buffer_cell "clkbuf_4" \
    largest_reg_flops 3 \
    timing.clock.skew_ns 0.000310 \
    antenna_violating_nets_post_route 0 \
    power_per_cell_area_mw_per_mm2 2700 \
    reg_top3 "state (3)" \
    p_sw_share_pct 27.8 \
    leakagePower_nw 0.111 \
    aggregate_global_routing_overflow 0 \
    cpLargestDelayFamily "flip-flops" \
    synth_warnings 0 \
    layout_setup_ws_ns 0.0356 \
    cp.depth 1 \
    worst-setup-path-type "reg -> out" \
    detailed_place.area_um2 253 \
    coreArea_mm2 0.00342 \
    outcome "finished clean" \
    critPathRequiredTime_ns 0.80 \
    synthesis.instances 11 \
    numSynthFlops 3 \
    vias_in_the_first_global_route 123 \
    switching_power_total_mw 0.209 \
    netlist.area_leader.share_pct 61.2 \
    buffering_stage_count_on_the_worst_path_with_inverters_included 1 \
    ys_top_cells_by_area "dfrtp_1 (61%), nand2b_1 (10%), nand4b_1 (7.1%)" \
    min-delay-path-class "in -> async" \
    crit_slowest_cell "dfrtp_1" \
    path_max_fanout 2 \
    routed_via_density 1.62 \
    finalHoldViolCount 0 \
    drive_above_1_share_pct 37.5 \
    power.internal_mw 0.544 \
    timing_max_transition_violations_final 0 \
    io_buffer_count 5 \
    chip_area_mm2 0.00640 \
    max_freq_ghz 1.04 \
    wl_per_cell_um 5.11 \
    synth.avg_cell_area_um2 11.1 \
]
==> synth_stat cells <==
master	number
a21oi_1	1
nor2_1	1
o21ai_1	1
nand2b_1	2
dfrtp_1	3
inv_1	1
xnor2_1	1
nand4b_1	1
==> placed cells by master (no fill, tap or decap), drive strengths merged <==
cell type      synthesis  routed
nand2b                 2       2
buf                    0       4
nand4b                 1       1
dfrtp                  3       3
clkdlybuf4s15          0       1
o21ai                  1       1
clkdlybuf4s50          0       2
clkbuf                 0       6
xnor2                  1       1
a21oi                  1       1
diode                  0       1
nor2                   1       1
inv                    1       1
==> cell families (layout without fill, tap and decap cells) <==
kind of cell	after synthesis	count (layout)	synth area share, %
xor+xnor	1	1	7.14
simple gates	4	4	20.4
buf+inv	1	14	3.06
flops	3	3	61.2
compound gates	2	2	8.16
other cells	0	1	0
==> worst max path at each step <==
stage,endpoint,slack (ns),startpoint
CTS,state[1],0.01,state[1]
global route,state[0],0.002,state[0]
finish,state[0],0.04,state[0]
==> metrics by stage <==
| stage | TNS [ns] | hold WS, ns |
|---|---|---|
| after floorplan | 0 | -0.0464 |
| after global placement | 0 | 0.378 |
| after detailed placement | -0.000300 | 0.379 |
| after CTS | 0 | 0.128 |
| after global routing | 0 | 0.161 |
| final | 0 | 0.138 |
==> layer usage <==
metal | routed length, um | global-route usage [%] | part of all wire [%]
met1 | 144 | 1.20 | 40
met2 | 136 | 1.36 | 37
met3 | 83 | 1.82 | 23
met4 | 0 | 0.704 | 0
met5 | 0 | 0 | 0
==> timing repair <==
item                       CTS  global route
setup buffers                1             0
setup endpoints to repair    3             2
resized                      6             2
pin swaps                    0             0
==> cell type report <==
cell class                 count  area [um^2]  share of cell area, %
sequential                     3         75.1                   26.9
timing repair buffer           9         70.1                   25.1
tap                           46         57.6                   20.6
multi-input combinational      7         43.8                   15.7
clock buffer                   4         26.3                   9.42
inverter                       1         3.75                   1.35
antenna                        1         2.50                  0.897
==> worst register-to-register path: stages (launching register included) <==
cell,delay (ns)
dfrtp_1,0.36
buf_4,0.13
buf_4,0.13
nand4b_1,0.16
o21ai_1,0.08
==> power by group through the flow <==
stage     logic, mW  clock network, mW  registers (mW)
5_1_grt       0.366              0.232           0.219
4_1_cts       0.354              0.227           0.210
6_report      0.334              0.210           0.209
No activity file was given, so power comes from the tool's default toggle rates.
